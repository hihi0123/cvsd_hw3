<file path="/design/flow/config.mk">
export PLATFORM = sky130hd
export DESIGN_NAME = mid9
export DESIGN_NICKNAME = mid9
export VERILOG_FILES = /design/flow/design.v
export SDC_FILE = /design/flow/constraint.sdc
export NUM_CORES = 4
export LEC_CHECK = 1
export CORE_UTILIZATION = 50
</file>
<file path="/design/flow/constraint.sdc">
current_design mid9

set clk_period 22.6
set clk_io_pct 0.2

create_clock -name clk0 -period $clk_period

set non_clock_inputs [all_inputs -no_clocks]
set_input_delay [expr $clk_period * $clk_io_pct] -clock clk0 $non_clock_inputs
set_output_delay [expr $clk_period * $clk_io_pct] -clock clk0 [all_outputs]
</file>
<file path="/design/flow/design.v">
module sort3 (
	  input   [ 7 : 0 ]   A,
    input   [ 7 : 0 ]   B,
    input   [ 7 : 0 ]   C,
	  output	[ 7 : 0 ]   max,
    output	[ 7 : 0 ]   mid,
    output	[ 7 : 0 ]   min
);
reg     [7:0]   max_w, min_w, mid_w;
assign max = max_w;
assign mid = mid_w;
assign min = min_w;
always@(*) begin
    if(A>=B) begin
        if(B>=C) begin
            max_w = A;
            mid_w = B;
            min_w = C;
        end
        else begin
            if(A>=C) begin
                max_w = A;
                mid_w = C;
                min_w = B;
            end
            else begin
                max_w = C;
                mid_w = A;
                min_w = B;
            end
        end
    end
    else begin
        if(A>=C) begin
            max_w = B;
            mid_w = A;
            min_w = C;
        end
        else begin
            if(B>=C) begin
                max_w = B;
                mid_w = C;
                min_w = A;
            end
            else begin
                max_w = C;
                mid_w = B;
                min_w = A;
            end
        end
    end
end
endmodule
module sort33 (
	  input   [ 7 : 0 ]   x11,
    input   [ 7 : 0 ]   x21,
    input   [ 7 : 0 ]   x31,
    input   [ 7 : 0 ]   x12,
    input   [ 7 : 0 ]   x22,
    input   [ 7 : 0 ]   x32,
    input   [ 7 : 0 ]   x13,
    input   [ 7 : 0 ]   x23,
    input   [ 7 : 0 ]   x33,
	  output	[ 7:0]	    o11,
    output	[ 7:0]	    o21,
    output	[ 7:0]	    o31,
    output	[ 7:0]	    o12,
    output	[ 7:0]	    o22,
    output	[ 7:0]	    o32,
    output	[ 7:0]	    o13,
    output	[ 7:0]	    o23,
    output	[ 7:0]	    o33
);
wire        [7:0]       maxa, mida, mina;
wire        [7:0]       maxb, midb, minb;
wire        [7:0]       maxc, midc, minc;
sort3 s3a(
	  .A(x11),
    .B(x21),
    .C(x31),
	  .max(maxa),
    .mid(mida),
    .min(mina)
);
sort3 s3(
	  .A(x12),
    .B(x22),
    .C(x32),
	  .max(maxb),
    .mid(midb),
    .min(minb)
);
sort3 s3c(
	  .A(x13),
    .B(x23),
    .C(x33),
	  .max(maxc),
    .mid(midc),
    .min(minc)
);
assign  o11 = maxa;
assign  o21 = mida;
assign  o31 = mina;
assign  o12 = maxb;
assign  o22 = midb;
assign  o32 = mina;
assign  o13 = maxc;
assign  o23 = midc;
assign  o33 = minc;
endmodule
module mid9 (
	  input   [ 7 : 0 ]   x11,
    input   [ 7 : 0 ]   x21,
    input   [ 7 : 0 ]   x31,
    input   [ 7 : 0 ]   x12,
    input   [ 7 : 0 ]   x22,
    input   [ 7 : 0 ]   x32,
    input   [ 7 : 0 ]   x13,
    input   [ 7 : 0 ]   x23,
    input   [ 7 : 0 ]   x33,
  	output	[ 7:0]	    ans
);
wire        [7:0]       t11,t21, t31;
wire        [7:0]       t12,t22, t32;
wire        [7:0]       t13,t23, t33;
wire        [7:0]       max1,max2, max3;
wire        [7:0]       mid1,mid2, mid3;
wire        [7:0]       min1,min2, min3;
wire        [7:0]       max, mid, min;
sort33 sort33_1(
	  .x11(x11),
    .x21(x21),
    .x31(x31),
    .x12(x12),
    .x22(x22),
    .x32(x32),
    .x13(x13),
    .x23(x23),
    .x33(x33),
  	.o11(t11),
    .o21(t21),
    .o31(t31),
    .o12(t12),
    .o22(t22),
    .o32(t32),
    .o13(t13),
    .o23(t23),
    .o33(t33)
);
sort33 sort33_2(
	  .x11(t11),
    .x21(t12),
    .x31(t13),
    .x12(t21),
    .x22(t22),
    .x32(t23),
    .x13(t31),
    .x23(t32),
    .x33(t33),
	  .o11(max1),
    .o21(max2),
    .o31(max3),
    .o12(mid1),
    .o22(mid2),
    .o32(mid3),
    .o13(min1),
    .o23(min2),
    .o33(min3)
);
sort3 s3a(
  	.A(max3),
    .B(mid2),
    .C(min1),
  	.max(max),
    .mid(mid),
    .min(min)
);
assign ans = mid; 
endmodule
</file>
<file path="/design/flow/run.sh">
#!/bin/bash
# OpenROAD 26Q1-2900-gdf79404cd8, Yosys 0.63+post, stock flow scripts
make -C /OpenROAD-flow-scripts/flow DESIGN_CONFIG=/design/flow/config.mk WORK_HOME=/design/flow/orfs finish
</file>
==> results.sh <==
# flow metrics
export IMPL_ant_nets=0
export IMPL_rows=38
export IMPL_core_um2=10900
export IMPL_area_growth_synth_to_final_pct=17.5
export IMPL_max_cap_violations=0
export IMPL_register_area_um2=0
export IMPL_ir_worst_vdd_mv=0.120
export IMPL_cp_end_kind="primary output"
export IMPL_cp_slowest_stage_delay_ps=650
export IMPL_synth_area_per_cell_um2=6.87
export IMPL_gp_congestion=1.08
export IMPL_hold_path_endpoint="ans[6]"
export IMPL_cp_required_ps=18080
export IMPL_postCtsSetupRepairBufs=0
export IMPL_topCombFamilyByArea="AND-OR/OR-AND gates"
export IMPL_dp_hpwl_um=14800
export IMPL_hp_start="x32[6]"
export IMPL_seqPwrFrac_pct=0
export IMPL_wl_um=17500
export IMPL_worst_pin_slew_ps=916
export IMPL_fin_ws_ps=5450
export IMPL_seq_cells=0
export IMPL_cts_hold_buf=0
export IMPL_grt_use_total_pct=31.0
export IMPL_clock_buffers=0
export IMPL_power_switching_mw=0.365
export IMPL_warnings=33
export IMPL_worstPathArrival_ps=12630
export IMPL_min_path_cells=6
export IMPL_yosys_area_um2=5590
export IMPL_fin_crit_sh_pct=75.9
export IMPL_switching_share_pct=52.1
export IMPL_power_density_nw_per_um2=107
export IMPL_drive_gt1_share_pct=4.29
export IMPL_compound_area_share_pct=33.5
export IMPL_vias=6164
export IMPL_die_x_um=108
export IMPL_ys_sh_xor_pct=0
export IMPL_cts_resized=0
export IMPL_wl_per_cell_um=17.1
export IMPL_crit_path_start_kind="input port"
export IMPL_worstSetupPathType="input port to primary output"
export IMPL_leakage_nw=3.43
export IMPL_fmax_mhz=58.3
export IMPL_total_power_mw=0.702
export IMPL_postSynthCellCount=814
export IMPL_ys_warn_count=1
export IMPL_grt_ovfl_total=0
export IMPL_maxSlewViolCount=0
export IMPL_grt_pass1_wl_um=28100
export IMPL_grt_pass1_vias=5479
export IMPL_die_height_um=108
export IMPL_comb_power_share_pct=100.0
export IMPL_yosys_cells=814
export IMPL_rsz0062_at_grt="no"
export IMPL_p_clk_share_pct=0
export IMPL_critical_path_slowest_cell="a222oi_1"
export IMPL_cp_max_fo=13
export IMPL_ys_sh_adder_pct=33.1
export IMPL_fp_util_pct=51.4
export IMPL_top_cell_area_share_pct=33.1
export IMPL_yosysUniqueCellTypes=60
export IMPL_n_antenna_cell=0
export IMPL_tns_ps=0
export IMPL_drc_errors=0
export IMPL_area_leaders="ha_1 (33%), a21oi_1 (10%), inv_1 (7.0%)"
export IMPL_drt_pass1_iter_count=5
export IMPL_final_hold_viol_count=0
export IMPL_yosys_area_top_type="ha_1"
export IMPL_synth_seq_share_pct=0
export IMPL_setup_viol=0
export IMPL_pre_cts_slack_ps=5570
export IMPL_crit_top_cell="a21o_1"
export IMPL_period_minus_slack_ps=17150
export IMPL_status="completed"
export IMPL_pin_count=80
export IMPL_grt_max_degree=26
export IMPL_syn_cell_area_um2=5590
export IMPL_drt_iter0_drc=466
export IMPL_io_buffers=80
export IMPL_synthMuxAreaShare_pct=7.67
export IMPL_viasPerCell=6.01
export IMPL_die_area_um2=11600
export IMPL_antenna_found_initial=0
export IMPL_ys_sh_simple_pct=17.1
export IMPL_hp_class="input port to primary output"
export IMPL_slew_headroom_pct=39.0
export IMPL_intPower_mw=0.336
## cell families (layout without fill, tap and decap cells)
| kind of cell | after synthesis | after routing |
|---|---|---|
| AOI/OAI and AO/OA | 298 | 298 |
| and+or+nand+nor | 202 | 202 |
| adders and majority gates | 148 | 148 |
| buffers and inverters | 125 | 197 |
| muxes | 41 | 41 |
## final cells by class
class	instances	area, um2
Multi-Input combinational cell	689	5110
Fill cell	1019	4310
Timing Repair Buffer	93	898
Inverter	104	390
Tap cell	140	175
## power groups by stage
| stage | Combinational, mW | Clock (mW) | Sequential, mW |
|---|---|---|---|
| after CTS | 0.696 | 0 | 0 |
| after global routing | 0.783 | 0 | 0 |
| final | 0.702 | 0 | 0 |
## layer usage
layer | wire, um | part of all wire [%] | up-vias | GRT usage, %
li1 | - | - | 3131 | -
met1 | 7990 | 46 | 2759 | 43.1
met2 | 7750 | 44 | 244 | 50.4
met3 | 1390 | 7.9 | 30 | 4.75
met4 | 369 | 2.1 | 0 | 6.16
met5 | 0 | 0 | - | 0
## cells in the mapped netlist, types with 10 or more instances
library cell    n
a21o_1         34
a21oi_1       115
a22o_1         16
clkbuf_1       14
ha_1          148
inv_1         104
mux2_2         10
mux2i_1        29
nand2_1        51
nand2b_1       20
nor2_1         69
nor2b_1        14
nor3_1         11
o21ai_0        43
o22ai_1        31
## per-stage QoR
stage          cell area (um2)  instances  utilization (%)  hold slack, ps
2_1_floorplan             5590        814                -            9370
3_3_place_gp              6580       1026             60.4           10480
3_5_place_dp              6580       1026             60.4           10500
4_1_cts                   6580       1026             60.4           10510
5_1_grt                   6580       1026             60.4           10550
6_report                  6580       1026             60.4           10470
## cell usage in the layout (no fill, tap or decap), types with 2 or more instances in the layout
master	instances
ha_1	148
a21oi_1	115
inv_1	104
clkdlybuf4s50_1	80
nor2_1	69
nand2_1	51
o21ai_0	42
a21o_1	34
o22ai_1	31
mux2i_1	29
nand2b_1	20
a22o_1	16
nor2b_1	14
buf_4	13
nor3_1	11
o21ai_1	10
mux2_2	10
and3_1	9
a211oi_1	9
and2_1	8
nor3b_1	5
nand3_1	5
o211ai_1	5
o21ai_2	3
a222oi_1	3
a221o_1	3
a221oi_1	2
a31oi_1	2
a211o_1	2
o2111ai_1	2
or2_1	2
or2_2	2
o31ai_1	2
o21a_1	2
## worst max-delay path by stage
stage,start,endpoint,slack (ps),depth (start not counted)
after CTS,x21[2],ans[0],5550,36
after global routing,x23[0],ans[1],5010,37
final,x21[2],ans[0],5450,36
## critical path: cells and delay by family
family          cells  cell delay, ps
compound gates     19            4110
mux                 2             700
fa+ha+maj           3             880
buf+inv             5            1480
simple gates        7             940
Power is estimated from default activity; no workload was simulated.
